**flow/run.sh**
```bash
#!/bin/bash
# OpenROAD 26Q1-2900-gdf79404cd8, Yosys 0.63+post, stock flow scripts
make -C /OpenROAD-flow-scripts/flow DESIGN_CONFIG=/design/flow/config.mk WORK_HOME=/design/flow/orfs finish
```
**flow/design.v**
```verilog
module rho(x, op, out);
	input logic [63:0] x;
	input logic op;
	output logic [63:0] out;
	logic [63:0] rot10, rot20, shr10, rot11, rot21, shr11;
	rotr rot0(.x(x), .rot(6'd1), .out(rot10));
	rotr rot0_1(.x(x), .rot(6'd8), .out(rot20));
	shr shr0(.x(x), .n(5'd7), .out(shr10));
	rotr rot1(.x(x), .rot(6'd19), .out(rot11)); 
	rotr rot1_1(.x(x), .rot(6'd61), .out(rot21)); 
	shr shr1(.x(x), .n(5'd6), .out(shr11));
	always_comb begin
		case(op)
			1'b0: out = rot10 ^ rot20 ^ shr10;
			1'b1: out = rot11 ^ rot21 ^ shr11;
			default: out = 64'd0;
		endcase
	end
endmodule
module rotr(x, rot, out);
	input logic [63:0] x;
	input logic [5:0] rot;
	output logic [63:0] out;
	assign out = (x >> rot) | (x << (64-rot));
endmodule
module shr(x, n, out);
	input logic [63:0] x;
	input logic [4:0] n;
	output logic [63:0] out;
	assign out = x >> n;
endmodule
```
**flow/constraint.sdc**
```tcl
current_design rho

set clk_period 1.4
set clk_io_pct 0.2

create_clock -name clk0 -period $clk_period

set non_clock_inputs [all_inputs -no_clocks]
set_input_delay [expr $clk_period * $clk_io_pct] -clock clk0 $non_clock_inputs
set_output_delay [expr $clk_period * $clk_io_pct] -clock clk0 [all_outputs]
```
**flow/config.mk**
```make
export PLATFORM = sky130hd
export DESIGN_NAME = rho
export DESIGN_NICKNAME = rho
export VERILOG_FILES = /design/flow/design.v
export SDC_FILE = /design/flow/constraint.sdc
export NUM_CORES = 4
export LEC_CHECK = 1
export CORE_UTILIZATION = 30
```
==> notes.md <==
Physical implementation status

After floorplanning, the core was sized to cover 12110 µm². In the finished layout, the clock tree contains a buffer count of 0. Leaving out buffers and inverters, the combinational logic in the layout accounts for 3401 µm². Along the worst hold path, the cell count comes to 4.

Max fanout on the critical path was recorded as 3. The post-layout worst setup margin stands at -163.5 ps. After synthesis, the largest family of logic cells by area is XOR/XNOR gates. For reference, the post-synthesis area per instance comes to 14.82 µm².

Looking at the setup timing report, the critical path kind is primary input to output port. The area growth from synthesis to layout is 78.92%. The estimated wirelength of the detail-placed design stands at 9.596 mm. The final instance area stands at 6734 µm². Per the synthesis report, the number of distinct cell types is 7. Entering global routing, the biggest net connects 22 pins. The iteration tally of the first detailed-router pass stands at 4.

Internal power comes to 1.850 mW. In this run the full chip footprint comes out at 13000 µm². The number of stages on the worst setup path stands at 6. The worst setup path is captured at an output port.

The checks that failed: negative setup slack. Counting endpoints that fail hold in the final report gives 0. Max-cap violations in this run came to 0. Setup repair after global routing could not meet its margin everywhere.

The share of cells above drive strength 1 stands at 0.6349. The number of buffers added to fix hold violations after cts stands at 0. Dividing total power by cell area gives a power density of 396.0 nW/µm². In this run the critical path is formed by buf_6 > buf_6 > buf_6 > xnor3_1 > mux2i_1 > buf_2. The final timing summary puts the cycle share of the worst path at 1.117.

In this run, the synthesized area fraction spent on and/or/nand/nor cells is recorded as 0. The total inserted antenna cells stands at 0. The initial cell density of the core stands at 0.3107.

The switching share of total power stands at 0.3064. The maximum vdd ir drop stands at 0.1693 mV. The fmax stands at 639.6 MHz. The number of OpenROAD warnings stands at 34. Sorting the synthesized cells by area gives the leading types as xnor3_1 (69%), mux2i_1 (17%), buf_4 (8.8%).

The run finished, with violations left. The floorplan step set the die height to 114.0 µm. The launch point of the worst min-delay path is recorded as x[48]. Of the total power, the clock network draws 0. The post-placement cell area is 5849 µm². The area fraction in mux cells stands at 0.1702. The horizontal die dimension reported for this design is 114.0 µm. The global-route wire length before repair stands at 19.28 mm. Adding up every negative setup slack in the final design gives -1677 ps. The smallest clock period supported by the final layout is computed as 1563 ps. For this block, the initial DRC count from the detailed router was 89. Of the synthesized area, sequential elements account for 0. The transition at the pin with the smallest max-transition slack stands at 237.0 ps. The cell type that accounts for the most area after synthesis is xnor3_1. The most common cell in the synthesized netlist is xnor3_1. Note that the worst hold path type here is primary input to output port. The mean number of vias per cell stands at 4.472. Per the OpenROAD power report, leakage power amounts to 3.979 nW.

The count of fill cells added during filler insertion stands at 980. Per the STA report, the cell with the highest stage delay on the worst path is xnor3_1. On the critical path the largest part of the delay comes from buffers and inverters.

The count of standard-cell rows stands at 40. The flop count stands at 0. The sequential cell area stands at 0 µm². The count of unresolved DRC violations after routing stands at 0.

The area fraction in full adders, half adders and majority gates stands at 0. Per the detail_route report, routed wire per instance is 19.76 µm. The final wirelength stands at 13.28 mm. The number of I/O pins stands at 129. At the worst endpoint, the arrival time is 1280 ps. The worst relative slew slack stands at 0.8375.

The overall track demand over capacity in global routing stands at 0.2127. The number of cells in the design after placement stands at 603. The setup violation total in the final timing report stands at 36. The global route stage reports its total congestion overflow as 0. The number of antenna violations at the first check in global routing was 0. During placement, the flow inserted port buffers numbering 129. Per STA, the highest per-stage delay on the worst path measures 320 ps. Per the synthesis report, the XOR/XNOR share of the synthesized area is 0.7184.

In the final report, the number of pins over their slew limit comes to 0. The via count of the first global-routing pass came to 3297. The power report attributes to the sequential group a share of 0.

In this run, the synthesized area fraction spent on AND-OR/OR-AND gates is recorded as 0. The worst path required time stands at 1120 ps. The timing report shows the most common cell along the critical path to be buf_6. The combinational power share stands at 1.000. The gate count after technology mapping stands at 254. The synth_stat.txt file lists the number of cells as 254.

The yosys stat chip area stands at 3764 µm². The share of synthesized area in the top cell type comes to 0.6882. Per the OpenROAD power report, switching power amounts to 817.2 µW. The yosys synthesis warning count stands at 1.

The number of standard cells in the final layout excluding fillers stands at 672. The residual antenna-violating net count after detailed routing stands at 0. The routability congestion estimate from global placement stands at 0.8862.

Across all layers, the routed design uses 3005 vias. The netlist area before placement stands at 3764 µm². The worst setup path is launched from a primary input. The synthesis run shows the most used standard cells to be xnor3_1 (115), mux2i_1 (64), buf_4 (44), buf_2 (15), xnor2_1 (13). Prior to clock tree synthesis, the placed netlist has a worst setup slack of -1024 ps.

The path with the worst hold slack has its endpoint at out[40]. The count of buffering cells on the critical path with inverters included stands at 4.
## placed cells by master, fill, tap and decap left out
cell type | Yosys | routed
buf_12 | 0 | 16
buf_16 | 0 | 1
buf_2 | 15 | 61
buf_4 | 44 | 73
buf_6 | 0 | 125
buf_8 | 0 | 32
clkbuf_4 | 0 | 1
dlygate4sd2_1 | 0 | 3
mux2i_1 | 64 | 57
mux2i_2 | 0 | 7
xnor2_1 | 13 | 9
xnor2_2 | 0 | 4
xnor3_1 | 115 | 115
## worst min-delay path: cells and delay by family
| family | cells | cell delay [ps] |
|---|---|---|
| mux | 1 | 70 |
| xor+xnor | 1 | 120 |
| buf+inv | 2 | 200 |
## through the flow
step | utilization | total power, mW | hold slack (ps)
floorplan | - | 1.310 | 664.7
CTS | 0.5378 | 2.586 | 942.4
detailed placement | 0.4830 | 2.570 | 1367
global route | 0.5560 | 2.829 | 973.2
global placement | 0.4830 | 2.567 | 1367
finish | 0.5560 | 2.667 | 951.6
## routing by layer
metal	share of wire	track usage	vias to the layer above	wire [µm]
met3	0.075	0.04927	7	993
met1	0.43	0.3121	1458	5650
li1	-	-	1395	-
met5	0	0	-	0
met2	0.49	0.3515	145	6548
met4	0.0063	0.01126	0	83
## how the worst max path moves through the flow
stage / slack, ps / from / endpoint
after global routing: -180 / x[28] / out[21]
final: -160 / x[28] / out[21]
after CTS: -260 / x[39] / out[42]
## power by group through the flow
stage	clock network [mW]	registers, mW	logic, mW
finish	0	0	2.67
global route	0	0	2.83
CTS	0	0	2.59
## layout make-up
class | count | area share
Tap cell | 168 | 0.03122
Multi-Input combinational cell | 192 | 0.5050
Timing Repair Buffer | 312 | 0.4638
## repair_timing
item | 4_1_cts | 5_1_grt
resized | 653 | 93
setup buffers | 71 | 23
pin swaps | 77 | 47
cloned | 1 | 0
setup endpoints to repair | 64 | 61
## kinds of logic after synthesis
group | after synthesis
xor gates and xnor gates | 128
muxes | 64
buffers and inverters | 62
Power and IR drop assume default switching activity.
