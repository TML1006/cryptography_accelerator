==> flow/config.mk <==
export PLATFORM = sky130hd
export DESIGN_NAME = ALU
export DESIGN_NICKNAME = ALU
export VERILOG_FILES = /design/flow/design.v
export SDC_FILE = /design/flow/constraint.sdc
export NUM_CORES = 4
export LEC_CHECK = 1
export CORE_UTILIZATION = 30
==> flow/constraint.sdc <==
current_design ALU

set clk_period 45.1
set clk_io_pct 0.2

create_clock -name clk0 -period $clk_period

set non_clock_inputs [all_inputs -no_clocks]
set_input_delay [expr $clk_period * $clk_io_pct] -clock clk0 $non_clock_inputs
set_output_delay [expr $clk_period * $clk_io_pct] -clock clk0 [all_outputs]
==> flow/design.v <==
module ALU(A, B, aluOp, wordSize, aluResult, branchTaken);
	input  logic [127:0] A, B;
	input  logic [3:0] aluOp;
	input  logic [6:0]  wordSize;   
	output logic [127:0] aluResult;
	output logic branchTaken;
	typedef enum logic [3:0] {
		ADD = 4'd0, SUB = 4'd1, XOR = 4'd2, OR = 4'd3,
		AND = 4'd4, SLL = 4'd5, SRL = 4'd6, ROR = 4'd7, 
		ROL = 4'd8, BLE=4'd9
	} aluOp_t;
	always_comb begin
		aluResult = 128'd0;
		branchTaken = 1'b0;
		case (aluOp)
			ADD: aluResult = $signed(A) + $signed(B);
			SUB: aluResult = $signed(A) - $signed(B);
			XOR: aluResult = A ^ B;
			OR:  aluResult = A | B;
			AND: aluResult = A & B;
			SLL: aluResult = A << B;
			SRL: aluResult = A >> B;
			ROR: aluResult = (A >> B) | (A << (wordSize - B));
			ROL: aluResult = (A << B) | (A >> (wordSize - B));
			BLE: branchTaken = (A <= B);
			default: aluResult = '0;
		endcase
	end
endmodule
==> flow/run.sh <==
#!/bin/bash
# OpenROAD 26Q1-2900-gdf79404cd8, Yosys 0.63+post, stock flow scripts
make -C /OpenROAD-flow-scripts/flow DESIGN_CONFIG=/design/flow/config.mk WORK_HOME=/design/flow/orfs finish
==> impl_metrics.toml <==
# implementation run metrics
[run_status]
status = "complete, but fails checks"
violations = "max-capacitance violations, max-slew violations"

[route]
wl_met1_mm = 161
wl_mm = 413
viasPerCell = 7.00
drc_errors = 0
dr.pass1.iters = 8
top_layer = "met5"
met2_length_mm = 151
drtIter0Drc = 10480
wl_met3_mm = 70.6
ant_nets = 0
vias = 66875
wl_per_cell_um = 43.2

[synth]
ys_area_um2 = 44800
muxShareOfSynthArea = 0.151
fa_ha_area_frac = 0.110
syn_inst = 7319
logic_family = "AND-OR/OR-AND gates"
synthXorXnorAreaFrac = 0.0223
netlist_area_um2 = 44800
yosys.stat.seqShare = 0
synth_cell_type_count = 92
ys_sh_aoi = 0.351
avgSynthCellArea_um2 = 6.13
synth_warnings = 1
ys_cells = 7319
simple_gate_area_frac = 0.284

[placement]
gp_routability_congestion = 1.17
dp.cells = 9527
port_buffers = 396
place.detailed.hpwl_mm = 341

[timing]
tightestPinTransition_ns = 1.64
rsz0062_at_grt = "no"
finalCritPeriodShare = 0.613
max-slew-margin-rel = -0.102
fin_setup_tns_ns = 0
final-hold-violation-count = 0
setup_violations = 0
min_period_ns = 27.63
maxSlewViolCount = 2
max_freq_mhz = 36.2

[job]
drv_cap = 1
warnings = 292

[cells_and_area]
layout_top_cells = "nand2_1 (955), nor2_1 (802), a21oi_1 (772)"
syn_to_final_growth_pct = 18.0
final_cells = 9555
drive_gt1_frac = 0.0795
flop-count = 0
comb_area_um2 = 41600
fillCellCount = 16262
nClkBuffers = 0
seqCellArea_um2 = 0
final_common_cell = "nand2_1"

[global_route]
grt_pass1_vias = 60622
grt_pass1_wl_mm = 543
grt_max_degree = 125
antenna_found_initial = 57
gr-total-overflow = 0
track_usage = 0.533

[cts]
ctsResizeCount = 0
cts_hold_buf = 0
post_cts_buffers = 0

[die]
rows = 141
dieArea_um2 = 151000
ios = 396
initial_core_util = 0.303
die_h_um = 389
core_area_um2 = 148000
die_w_um = 389

[worst_setup_path]
path_max_fanout = 35
crit_required_ns = 36.08
crit_arrival_ns = 18.61
startpoint_type = "input pin"
crit_path_end_kind = "output port"
worstSetupStartpoint = "B[69]"
crit_type = "input pin to output port"

[pwr]
p_sw_mw = 0.607
p_leak_nw = 21.8
power_density_nw_per_um2 = 16.4
intPower_mw = 0.259
peakVddDrop_uv = 8.01
sw_frac_of_total = 0.701

[hold_path]
min_path_type = "input pin to output port"
hp-start = "aluOp[2]"
==> final timing paths <==
| kind | to | slack (ns) | cells after the start |
|---|---|---|---|
| max | aluResult[79] | 17.47 | 20 |
| min | branchTaken | 19.23 | 4 |
==> cells in the mapped netlist (all sizes together), types with 34 or more instances <==
cell type,number,area (um^2)
nand4,110,694
a22oi,37,278
a21o,73,548
and3,72,450
xnor2,108,946
o22ai,54,338
o21ai,455,2280
nor2,814,3060
a21oi,780,3900
or3,44,285
nand2b,35,219
nand2,958,3600
a221o,36,360
and2,34,213
mux2i,583,5850
a221oi,119,1040
nor4,130,928
nor3,230,1160
o221ai,51,447
buf,127,505
o31ai,68,510
mux4,38,856
ha,391,4890
inv,424,1590
nor2b,39,244
a211oi,137,1030
nand3,195,981
o211ai,99,743
o21bai,119,893
a31oi,105,657
clkbuf,420,1580
==> worst max-delay path: stages <==
cell             delay [ns]
clkdlybuf4s50_1        0.53
nor3_1                 1.14
nand4_1                0.16
buf_4                  0.27
nor3_2                 0.55
a31oi_1                0.38
buf_4                  0.27
a2111oi_0              0.58
nand4_1                0.17
nor4_1                 0.42
nand4_1                0.64
nor4_4                 1.06
nor2_4                 0.04
inv_2                  0.08
buf_4                  0.44
nand2_1                0.33
o21ai_0                1.03
a21oi_1                0.46
o21ai_0                0.40
clkdlybuf4s50_1        0.60
==> metrics by stage <==
step | area (um^2) | util | setup slack, ns | hold slack (ns) | power [mW]
floorplan | 44800 | - | 22.53 | 18.05 | 0.420
global placement | 52800 | 0.357 | 18.02 | 19.23 | 0.812
detailed placement | 52800 | 0.357 | 18.24 | 19.21 | 0.807
CTS | 52800 | 0.357 | 18.18 | 19.22 | 0.811
global route | 52900 | 0.357 | 17.61 | 19.24 | 0.880
finish | 52900 | 0.358 | 17.47 | 19.23 | 0.866
==> final cells by class <==
cell class	instances	area share
Antenna cell	28	0.00132
Multi-Input combinational cell	6345	0.786
Inverter	427	0.0303
Tap cell	1930	0.0456
Timing Repair Buffer	825	0.137
==> logic make-up after synthesis <==
kind of cell / after synthesis
buf+inv: 974
mux: 626
xor+xnor: 114
compound gates: 2438
simple gates: 2773
fa+ha+maj: 394
==> per-layer routing <==
metal	vias up	track usage
met5	-	0.0242
met4	65	0.294
met3	1121	0.312
met2	5613	0.681
met1	32399	0.684
li1	27677	-
No activity file was given, so power comes from the tool's default toggle rates.
