==> /design/flow/constraint.sdc <==
current_design wordMem

set clk_period 35.1
set clk_io_pct 0.2

create_clock -name clk0 -period $clk_period [get_ports {clk}]

set non_clock_inputs [all_inputs -no_clocks]
set_input_delay [expr $clk_period * $clk_io_pct] -clock clk0 $non_clock_inputs
set_output_delay [expr $clk_period * $clk_io_pct] -clock clk0 [all_outputs]
==> /design/flow/design.v <==
module wordMem(clk, reset, writeEnable, round, W_2_pre, W_7, W_15_pre, W_16, readWord, W_write);
	input logic [63:0] W_write;
	input logic [6:0] round;
	input logic clk, reset, writeEnable;
	output logic [63:0] W_2_pre, W_7, W_15_pre, W_16, readWord;
	integer i;
	logic [63:0] word_rom [0:79];
	always_ff @(posedge clk or posedge reset) begin
		if (reset) begin 
			for(i = 0; i < 80; i++) begin
				word_rom[i] <= 64'd0;
			end
		end
		else if (writeEnable) begin 
			word_rom[round] <= W_write;
		end
	end
	assign readWord  = word_rom[round];
	assign W_2_pre   = (round >= 2)  ? word_rom[round - 2]  : 64'd0;
	assign W_7       = (round >= 7)  ? word_rom[round - 7]  : 64'd0;
	assign W_15_pre  = (round >= 15) ? word_rom[round - 15] : 64'd0;
	assign W_16      = (round >= 16) ? word_rom[round - 16] : 64'd0;
endmodule
==> /design/flow/run.sh <==
#!/bin/bash
# OpenROAD 26Q1-2900-gdf79404cd8, Yosys 0.63+post, stock flow scripts
make -C /OpenROAD-flow-scripts/flow DESIGN_CONFIG=/design/flow/config.mk WORK_HOME=/design/flow/orfs finish
==> /design/flow/config.mk <==
export PLATFORM = sky130hd
export DESIGN_NAME = wordMem
export DESIGN_NICKNAME = wordMem
export VERILOG_FILES = /design/flow/design.v
export SDC_FILE = /design/flow/constraint.sdc
export NUM_CORES = 4
export LEC_CHECK = 1
export CORE_UTILIZATION = 30
==> reports/results.ini <==
[synth]
top_cells_by_count = a22oi_1 (8221), mux2_2 (5214), dfrtp_1 (5120)
ys_area_sq_mm = 0.3496
ys.flops = 5120
synth_cell_types = 101
yosys_warnings = 2
synth_top_cell_by_area = dfrtp_1
edf_count = 0
yosys-stat-cells = 36509
ff_type = dfrtp_1
synth-simple-area-share_pct = 9.926
top_area_share_pct = 36.65
top_cell = a22oi_1
top_cells_by_area = dfrtp_1 (37%), a22oi_1 (18%), mux2_2 (17%), nand2_1 (3.5%), a221oi_1 (2.4%)
synth_seq_share_pct = 36.65
syn_area_sq_mm = 0.3496
ys_sh_aoi_pct = 29.72
avgSynthCellArea_sq_um = 9.576
xor_share_pct = 0.05870
synthArstFlopShare_pct = 100.0
ys_sh_mux_pct = 18.62
syn_inst = 36509
yosys.area_share.adder_pct = 0.007158
logic_family = AND-OR/OR-AND gates

[die]
io_pins = 394
row_count = 396
die_h_um = 1081
initCoreUtil_pct = 30.09
die_width_um = 1081

[global_routing]
grt_pass1_vias = 585406
grt_overflow = 17890
grt_max_degree = 127
track_usage_pct = 97.29
grt_pass1_wl_um = 7424000

[clock_network]
cts_root_buffer = clkbuf_16
post_cts_resized = 0
postCtsSetupRepairBufs = 0
cts_buffers = 674
cts_max_path_buffers = 5
cts.sink_count = 5120
htreeDepth = 6
cts_hold_buf = 0

[placement]
portBuffers = 393
place.gp.congestion = 1.387
dpl.hpwl_um = 3826000

[status]
tool.error = [ERROR GRT-0116] Global routing finished with congestion. Check the congestion regions in the DRC Viewer.
status = did not finish
haltStage = global routing (5_1_grt)

kinds of logic after synthesis:
logic type / count (synthesis)
compound gates: 13939
simple gates: 7372
mux: 5838
flops: 5120
buf+inv: 4220
xor+xnor: 18
fa+ha+maj: 2
metrics by stage:
stage	setup slack [ns]	cell area [sq um]	std cells	total power [mW]
4_1_cts	12.60	416500	53765	18.98
3_5_place_dp	12.66	393200	52541	11.43
3_3_place_gp	10.66	393000	52526	11.49
2_1_floorplan	-43.33	349600	36509	8.309
layer usage:
layer / GRT usage, % / overflow
met2: 99.72 / 6344
met3: 95.99 / 3969
met5: 90.94 / 460
met4: 95.50 / 4174
met1: 97.32 / 2943
Power is estimated from default activity; no workload was simulated.
